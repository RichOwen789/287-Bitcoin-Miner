==> flow/design.v <==
module LCD_Display(iCLK_50MHZ, iRST_N, hex1, hex0, 
    LCD_RS,LCD_E,LCD_RW,DATA_BUS);
input iCLK_50MHZ, iRST_N;
input [127:0] hex1, hex0;
output LCD_RS, LCD_E, LCD_RW;
inout [7:0] DATA_BUS;
parameter
HOLD = 4'h0,
FUNC_SET = 4'h1,
DISPLAY_ON = 4'h2,
MODE_SET = 4'h3,
Print_String = 4'h4,
LINE2 = 4'h5,
RETURN_HOME = 4'h6,
DROP_LCD_E = 4'h7,
RESET1 = 4'h8,
RESET2 = 4'h9,
RESET3 = 4'ha,
DISPLAY_OFF = 4'hb,
DISPLAY_CLEAR = 4'hc;
reg [3:0] state, next_command;
reg [7:0] DATA_BUS_VALUE;
wire [7:0] Next_Char;
reg [19:0] CLK_COUNT_400HZ;
reg [4:0] CHAR_COUNT;
reg CLK_400HZ, LCD_RW_INT, LCD_E, LCD_RS;
assign DATA_BUS = (LCD_RW_INT? 8'bZZZZZZZZ: DATA_BUS_VALUE);
LCD_display_string u1(
.index(CHAR_COUNT),
.out(Next_Char),
.hex1(hex1),
.hex0(hex0));
assign LCD_RW = LCD_RW_INT;
always @(posedge iCLK_50MHZ or negedge iRST_N)
    if (!iRST_N)
    begin
       CLK_COUNT_400HZ <= 20'h00000;
       CLK_400HZ <= 1'b0;
    end
    else if (CLK_COUNT_400HZ < 20'h0F424)
    begin
       CLK_COUNT_400HZ <= CLK_COUNT_400HZ + 1'b1;
    end
    else
    begin
      CLK_COUNT_400HZ <= 20'h00000;
      CLK_400HZ <= ~CLK_400HZ;
    end
always @(posedge CLK_400HZ or negedge iRST_N)
    if (!iRST_N)
    begin
     state <= RESET1;
    end
    else
    case (state)
    RESET1:            
    begin
      LCD_E <= 1'b1;
      LCD_RS <= 1'b0;
      LCD_RW_INT <= 1'b0;
      DATA_BUS_VALUE <= 8'h38;
      state <= DROP_LCD_E;
      next_command <= RESET2;
      CHAR_COUNT <= 5'b00000;
    end
    RESET2:
    begin
      LCD_E <= 1'b1;
      LCD_RS <= 1'b0;
      LCD_RW_INT <= 1'b0;
      DATA_BUS_VALUE <= 8'h38;
      state <= DROP_LCD_E;
      next_command <= RESET3;
    end
    RESET3:
    begin
      LCD_E <= 1'b1;
      LCD_RS <= 1'b0;
      LCD_RW_INT <= 1'b0;
      DATA_BUS_VALUE <= 8'h38;
      state <= DROP_LCD_E;
      next_command <= FUNC_SET;
    end
    FUNC_SET:
    begin
      LCD_E <= 1'b1;
      LCD_RS <= 1'b0;
      LCD_RW_INT <= 1'b0;
      DATA_BUS_VALUE <= 8'h38;
      state <= DROP_LCD_E;
      next_command <= DISPLAY_OFF;
    end
    DISPLAY_OFF:
    begin
      LCD_E <= 1'b1;
      LCD_RS <= 1'b0;
      LCD_RW_INT <= 1'b0;
      DATA_BUS_VALUE <= 8'h08;
      state <= DROP_LCD_E;
      next_command <= DISPLAY_CLEAR;
    end
    DISPLAY_CLEAR:
    begin
      LCD_E <= 1'b1;
      LCD_RS <= 1'b0;
      LCD_RW_INT <= 1'b0;
      DATA_BUS_VALUE <= 8'h01;
      state <= DROP_LCD_E;
      next_command <= DISPLAY_ON;
    end
    DISPLAY_ON:
    begin
      LCD_E <= 1'b1;
      LCD_RS <= 1'b0;
      LCD_RW_INT <= 1'b0;
      DATA_BUS_VALUE <= 8'h0C;
      state <= DROP_LCD_E;
      next_command <= MODE_SET;
    end
    MODE_SET:
    begin
      LCD_E <= 1'b1;
      LCD_RS <= 1'b0;
      LCD_RW_INT <= 1'b0;
      DATA_BUS_VALUE <= 8'h06;
      state <= DROP_LCD_E;
      next_command <= Print_String;
    end
		 Print_String: begin
			state <= DROP_LCD_E;
			LCD_E <= 1'b1;
			LCD_RS <= 1'b1;
			LCD_RW_INT <= 1'b0;
			DATA_BUS_VALUE <= Next_Char;
			if ((CHAR_COUNT < 31) && (Next_Char != 8'hFE))
				CHAR_COUNT <= CHAR_COUNT + 1'b1;
			else
				CHAR_COUNT <= 5'b00000; 
			if (CHAR_COUNT == 15)
			  next_command <= LINE2;
			else if ((CHAR_COUNT == 31) || (Next_Char == 8'hFE))
			  next_command <= RETURN_HOME;
			else
			  next_command <= Print_String;
		 end
		 LINE2: begin
			LCD_E <= 1'b1;
			LCD_RS <= 1'b0;
			LCD_RW_INT <= 1'b0;
			DATA_BUS_VALUE <= 8'hC0;
			state <= DROP_LCD_E;
			next_command <= Print_String;
		 end
		 RETURN_HOME: begin
			LCD_E <= 1'b1;
			LCD_RS <= 1'b0;
			LCD_RW_INT <= 1'b0;
			DATA_BUS_VALUE <= 8'h80;
			state <= DROP_LCD_E;
			next_command <= Print_String;
		 end
		 DROP_LCD_E: begin
			LCD_E <= 1'b0;
			state <= HOLD;
		 end
		 HOLD: begin
			state <= next_command;
		 end
    endcase
endmodule
module LCD_display_string(index,out,hex0,hex1);
	input [4:0] index;
	input [127:0] hex0,hex1;
	output [7:0] out;
	reg [7:0] out;
   always 
     case (index)
		 5'h00: out <= hex0[127:120];
		 5'h01: out <= hex0[119:112];
		 5'h02: out <= hex0[111:104];
		 5'h03: out <= hex0[103:96];
		 5'h04: out <= hex0[95:88];
		 5'h05: out <= hex0[87:80];
		 5'h06: out <= hex0[79:72];
		 5'h07: out <= hex0[71:64];
		 5'h08: out <= hex0[63:56];
		 5'h09: out <= hex0[55:48];
		 5'h0A: out <= hex0[47:40];
		 5'h0B: out <= hex0[39:32];
		 5'h0C: out <= hex0[31:24];
		 5'h0D: out <= hex0[23:16];
		 5'h0E: out <= hex0[15:8];
		 5'h0F: out <= hex0[7:0];
		 5'h10: out <= hex1[127:120];
		 5'h11: out <= hex1[119:112];
		 5'h12: out <= hex1[111:104];
		 5'h13: out <= hex1[103:96];
		 5'h14: out <= hex1[95:88];
		 5'h15: out <= hex1[87:80];
		 5'h16: out <= hex1[79:72];
		 5'h17: out <= hex1[71:64];
		 5'h18: out <= hex1[63:56];
		 5'h19: out <= hex1[55:48];
		 5'h1A: out <= hex1[47:40];
		 5'h1B: out <= hex1[39:32];
		 5'h1C: out <= hex1[31:24];
		 5'h1D: out <= hex1[23:16];
		 5'h1E: out <= hex1[15:8];
		 5'h1F: out <= hex1[7:0];
		 default: out <= 8'h20;
     endcase
endmodule
==> flow/run.sh <==
#!/bin/bash
# OpenROAD 26Q1-2900-gdf79404cd8, Yosys 0.63+post, stock flow scripts
make -C /OpenROAD-flow-scripts/flow DESIGN_CONFIG=/design/flow/config.mk WORK_HOME=/design/flow/orfs finish
==> flow/config.mk <==
export PLATFORM = sky130hd
export DESIGN_NAME = LCD_Display
export DESIGN_NICKNAME = LCD_Display
export VERILOG_FILES = /design/flow/design.v
export SDC_FILE = /design/flow/constraint.sdc
export NUM_CORES = 4
export LEC_CHECK = 1
export CORE_AREA = 10 10 177 177
export DIE_AREA = 0 0 187 187
==> flow/constraint.sdc <==
current_design LCD_Display

set clk_period 4.5
set clk_io_pct 0.2

create_clock -name clk0 -period $clk_period [get_ports {iCLK_50MHZ}]

set non_clock_inputs [all_inputs -no_clocks]
set_input_delay [expr $clk_period * $clk_io_pct] -clock clk0 $non_clock_inputs
set_output_delay [expr $clk_period * $clk_io_pct] -clock clk0 [all_outputs]
==> ci_impl_report.md <==
### Yosys + OpenROAD results

| Metric | Value |
|---|---|
| Design area | `7740 µm²` |
| Ys Warns | `3` |
| Share of layout cells above drive strength 1 | `6.46%` |
| Worst setup EP type | `register` |
| Remaining DRCs | `0` |
| Final setup fails | `0` |
| I/O Buffers | `259` |
| GRT overflow | `0` |
| CTS resizes | `0` |
| Number of global-route vias before repair | `5735` |
| Worst slew pin tran | `0.860 ns` |
| Row Count | `61` |
| PD cells | `163 nW/µm²` |
| Area post-placement | `7650 µm²` |
| Yosys cell count | `553` |
| Slew Limit Fails | `0` |
| Skew final | `0.00443 ns` |
| Max clock buf depth | `2` |
| Synth top cells by count | `nand2_1, nor2_1, mux2i_1, nand3_1, a21oi_1` |
| Post-synthesis cell count | `553` |
| Dominant cell area share | `12.8%` |
| Global Route Usage Sum | `14.9%` |
| Hold WC Path Type | `reg2reg` |
| Post-synth area hogs | `dfrtp_1, edfxtp_1, mux2i_1` |
| FP Core Util | `16.9%` |
| Critical path data arrival time | `1.89 ns` |
| Yosys top cell by area | `dfrtp_1` |
| Slew HR | `42.7%` |
| CTS tree | `yes` |
| Drt pass-1 iters | `6` |
| Clk latency late pin | `0.25 ns` |
| CTS Hold Bufs | `0` |
| Antenna Violating Nets Remaining | `0` |
| CP Max Fanout | `4` |
| Clock tree root driver cell | `clkbuf_16` |
| Yosys Chip Area | `4680 µm²` |
| Register pins left without a clock | `23` |
| CTS Buf Count | `3` |
| Lkg Pwr | `2.77 nW` |
| Post-synth EDFFs | `19` |
| Setup TNS | `0 ns` |
| Syn avg cell area | `8.46 µm²` |
| Register area share after synthesis | `25.6%` |
| Log Warnings | `29` |
| Wire length per cell | `23.0 µm` |
| Power, Total | `1.27 mW` |
| Hpwl dp | `22.2 mm` |
| Fin crit period | `1.75 ns` |
| Synth Flop Type | `dfrtp_1` |
| Async set or reset register ratio after synthesis | `56.8%` |
| Flop and latch count out of synthesis | `44` |
| Max Cap Viol | `0` |
| Area Overhead vs Synth | `65.5%` |
| Period Utilization, post-route | `39.0%` |
| RSZ-0062 raised after global routing | `no` |
| CTS clk-pin slew, worst paths | `0.06 ns` |
| CP Launch Type | `register` |
| Total die size | `35000 µm²` |
| Die Wd | `187 µm` |
| Die height | `187 µm` |
| Crit path kind | `reg2reg` |
| Global-route wire length before repair | `38.9 mm` |
| Worst vdd ir | `0.000225 V` |
| Worst EP required | `4.64 ns` |
| Gpl congestion | `0.902` |
| Largest net degree at the start of global routing | `69` |
| DRT iter0 DRCs | `443` |
| Post-CTS setup buffers | `0` |
| H-tree Lvls | `1` |
| Antenna violations before repair | `7` |
| Netlist Area Pre-Place | `4680 µm²` |
| Netlist cell types | `70` |
| Final Hold Vio Count | `0` |
| Final wirelength | `27.0 mm` |
| Vias | `5621` |
| Mean number of vias per cell | `4.79` |
| Final core utilization | `28.0%` |
| Min Hold Slack | `0.489 ns` |
| Core footprint | `27600 µm²` |
| Fmax | `570 MHz` |
| I/O pin count | `269` |
| Outcome | `completed` |
| Endpoints left unconstrained | `52` |
## power by group
| group | switching (mW) | leakage, nW | total, mW | internal, mW |
|---|---|---|---|---|
| sequential | 0.0679 | 0.504 | 0.437 | 0.369 |
| combinational | 0.293 | 2.22 | 0.645 | 0.352 |
| clock | 0.0645 | 0.0409 | 0.184 | 0.119 |
## path summary, 6_finish.rpt
kind	cells past startpoint	slack, ns	endpoint	start
worst max register to register	8	2.75	CLK_COUNT_400HZ[14]	CLK_COUNT_400HZ[0]
worst max-delay path	8	2.75	CLK_COUNT_400HZ[14]	CLK_COUNT_400HZ[0]
min in group asynchronous	2	1.02	CLK_COUNT_400HZ[6]	iRST_N
worst min-delay path	1	0.49	CLK_COUNT_400HZ[0]	CLK_COUNT_400HZ[0]
worst min register to register	1	0.49	CLK_COUNT_400HZ[0]	CLK_COUNT_400HZ[0]
max in group asynchronous	2	3.22	CLK_COUNT_400HZ[3]	iRST_N
## cell usage in the layout, fill, tap and decap left out, types with 7 or more instances in the layout
cell / netlist / routed
clkdlybuf4s50_1: 0 / 259
nor2_1: 35 / 35
nand2_1: 35 / 35
mux2i_1: 34 / 34
nand3_1: 33 / 33
a21oi_1: 28 / 28
dfrtp_1: 24 / 24
a22oi_1: 21 / 21
edfxtp_1: 19 / 19
buf_4: 4 / 19
inv_1: 17 / 17
mux2_2: 16 / 16
o21ai_0: 15 / 15
nor2b_1: 14 / 14
nor3_1: 14 / 14
a32oi_1: 14 / 14
and3_1: 11 / 11
a221oi_1: 10 / 10
xor2_1: 10 / 10
nand2b_1: 9 / 9
o22ai_1: 9 / 9
nand4_1: 9 / 9
nor4_1: 7 / 7
a22o_1: 7 / 7
xnor2_1: 7 / 7
ha_1: 7 / 7
## state kept, by name, summed over array words and instances (netlist names)
name / cells
CHAR_COUNT: 5
DATA_BUS: 8
LCD_RS: 1
state: 4
CLK_400HZ: 1
next_command: 4
CLK_COUNT_400HZ: 20
LCD_E: 1
## metrics by stage
stage | worst slack (ns) | instances
2_1_floorplan | 2.95 | 557
3_3_place_gp | 2.81 | 1164
3_5_place_dp | 2.77 | 1164
4_1_cts | 2.76 | 1168
5_1_grt | 2.56 | 1172
6_report | 2.75 | 1174
## kinds of logic (layout without fill, tap and decap cells)
group | count (synthesis) | after routing | share of synthesized area [%]
simple gates | 202 | 202 | 23.3
compound gates | 159 | 159 | 25.1
buf+inv | 67 | 300 | 6.90
mux | 56 | 56 | 14.0
flops | 44 | 44 | 25.6
xor+xnor | 17 | 17 | 3.18
fa+ha+maj | 7 | 7 | 1.87
other cells | 1 | 11 | 0.0802
## critical path, cell delays in order (launching register included)
cell,delay [ns]
dfrtp_1,0.39
ha_1,0.21
nand2_1,0.08
nor2_1,0.17
and3_1,0.24
nor2b_1,0.22
nand3_1,0.12
xor2_1,0.15
nor2_1,0.06
## final cells by class
cell class / instances / area (µm²)
Antenna cell: 6 / 15.0
Inverter: 18 / 67.6
Clock inverter: 1 / 5.00
Fill cell: 2961 / 19900
Timing Repair Buffer: 278 / 2740
Multi-Input combinational cell: 446 / 3170
Tap cell: 378 / 473
Clock buffer: 3 / 75.1
Sequential cell: 44 / 1200
## layer usage
metal | wire length [µm] | track usage [%]
met2 | 13100 | 24.8
met5 | 41 | 0
met4 | 312 | 1.86
met1 | 11700 | 19.9
met3 | 1920 | 3.48
Power is estimated from default activity; no workload was simulated.
